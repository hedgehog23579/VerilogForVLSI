--- run.sh ---
#!/bin/bash
# OpenROAD 26Q1-2900-gdf79404cd8, Yosys 0.63+post, stock flow scripts
make -C /OpenROAD-flow-scripts/flow DESIGN_CONFIG=/design/flow/config.mk WORK_HOME=/design/flow/orfs finish
--- config.mk ---
export PLATFORM = sky130hd
export DESIGN_NAME = SQRT
export DESIGN_NICKNAME = SQRT
export VERILOG_FILES = /design/flow/design.v
export SDC_FILE = /design/flow/constraint.sdc
export NUM_CORES = 4
export LEC_CHECK = 1
export CORE_UTILIZATION = 40
--- constraint.sdc ---
current_design SQRT

set clk_period 17.5
set clk_io_pct 0.2

create_clock -name clk0 -period $clk_period [get_ports {CLK}]

set non_clock_inputs [all_inputs -no_clocks]
set_input_delay [expr $clk_period * $clk_io_pct] -clock clk0 $non_clock_inputs
set_output_delay [expr $clk_period * $clk_io_pct] -clock clk0 [all_outputs]
--- design.v ---
module SQRT(
	RST,
	CLK,
	IN_VALID,
	IN,
	OUT_VALID,
	OUT
);
input CLK;
input RST;
input [15:0] IN;
input IN_VALID;
output [11:0] OUT;
output OUT_VALID;
reg OUT_VALID;
reg [25:0]in_use;
reg [4:0] IN_count;
reg [13:0] ans;
reg [11:0] OUT;
reg [25:0] x;
reg [25:0] tmp;
reg [25:0] tmp2;
reg [25:0] tmp3;
reg [25:0] tmp4;
reg [25:0] tmp5;
reg [25:0] tmp6;
reg [25:0] tmp7;
reg [25:0] tmp8;
reg [25:0] tmp9;
reg [25:0] tmp10;
reg [25:0] tmp11;
reg [25:0] tmp12;
reg RST_OK ;
reg IN_OK;
reg OUT_OK ;
always @ (posedge RST) begin
	RST_OK = 1;
	OUT_OK = 0;
end
always @ (posedge CLK) begin
	if(~RST) begin
		if(IN_count == 1) begin
			in_use = IN << 10;
			x = 13'b1_0000_0000_0000;
			if(in_use > (x * x)) x[11] = 1;
			else begin
				x[12] = 0;
				x[11] = 1;
			end
		end
	end
end
always @ (posedge CLK) begin
	if(~RST) begin
		if(IN_count == 2) begin
			tmp = x;
			if(in_use > (tmp * tmp)) tmp[10] = 1;
			else begin
				tmp[11] = 0;
				tmp[10] = 1;
			end
		end
	end	
end
always @ (posedge CLK) begin
	if(~RST) begin
		if(IN_count == 3) begin
			tmp2 = tmp;
			if(in_use > (tmp2 * tmp2)) tmp2[9] = 1;
			else begin
				tmp2[10] = 0;
				tmp2[9] = 1;
			end
		end
	end	
end
always @ (posedge CLK) begin
	if(~RST) begin
		if(IN_count == 4) begin
			tmp3 = tmp2;
			if(in_use > (tmp3 * tmp3)) tmp3[8] = 1;
			else begin
				tmp3[9] = 0;
				tmp3[8] = 1;
			end
		end
	end	
end
always @ (posedge CLK) begin
	if(~RST) begin
		if(IN_count == 5) begin
			tmp4 = tmp3;
			if(in_use > (tmp4 * tmp4)) tmp4[7] = 1;
			else begin
				tmp4[8] = 0;
				tmp4[7] = 1;
			end
		end
	end	
end
always @ (posedge CLK) begin
	if(~RST) begin
		if(IN_count == 6) begin
			tmp5 = tmp4;
			if(in_use > (tmp5 * tmp5)) tmp5[6] = 1;
			else begin
				tmp5[7] = 0;
				tmp5[6] = 1;
			end
		end
	end	
end
always @ (posedge CLK) begin
	if(~RST) begin
		if(IN_count == 7) begin
			tmp6 = tmp5;
			if(in_use > (tmp6 * tmp6)) tmp6[5] = 1;
			else begin
				tmp6[6] = 0;
				tmp6[5] = 1;
			end
		end
	end	
end
always @ (posedge CLK) begin
	if(~RST) begin
		if(IN_count == 8) begin
			tmp7 = tmp6;
			if(in_use > (tmp7 * tmp7)) tmp7[4] = 1;
			else begin
				tmp7[5] = 0;
				tmp7[4] = 1;
			end
		end
	end	
end
always @ (posedge CLK) begin
	if(~RST) begin
		if(IN_count == 9) begin
			tmp8 = tmp7;
			if(in_use > (tmp8 * tmp8)) tmp8[3] = 1;
			else begin
				tmp8[4] = 0;
				tmp8[3] = 1;
			end
		end
	end	
end
always @ (posedge CLK) begin
	if(~RST) begin
		if(IN_count == 10) begin
			tmp9 = tmp8;
			if(in_use > (tmp9 * tmp9)) tmp9[2] = 1;
			else begin
				tmp9[3] = 0;
				tmp9[2] = 1;
			end
		end
	end	
end
always @ (posedge CLK) begin
	if(~RST) begin
		if(IN_count == 11) begin
			tmp10 = tmp9;
			if(in_use > (tmp10 * tmp10)) tmp10[1] = 1;
			else begin
				tmp10[2] = 0;
				tmp10[1] = 1;
			end
		end
	end	
end
always @ (posedge CLK) begin
	if(~RST) begin
		if(IN_count == 12) begin
			tmp11 = tmp10;
			if(in_use > (tmp11 * tmp11)) tmp11[0] = 1;
			else begin
				tmp11[1] = 0;
				tmp11[0] = 1;
			end
		end
	end	
end
always @ (posedge CLK) begin
	if(~RST) begin
		if(IN_count == 13) begin
			tmp12 = tmp11;
			if(in_use > (tmp12 * tmp12)) tmp12[0] = 1;
			else begin
				tmp12[0] = 0;
			end
			ans = tmp12;
			if(ans[0] == 1) ans = ans + 1;
			ans = ans >> 1;	
		end
	end	
end
always @(posedge CLK) begin
	if(RST)
		OUT_VALID = 1'b0;
	if(IN_count == 14) begin
		OUT = ans;
		OUT_VALID = 1'b1;
	end	
	else begin
		OUT_VALID = 1'b0;
	end
end
always @(posedge CLK) begin
   if(IN_VALID)
	IN_count = 0;
   else
	IN_count = IN_count +1 ;
end
endmodule
==> run summary <==
Notes on the flow outputs.

- Looking at hold timing, the worst path starts from ans[4]$_DFFE_PP_.
- The count of instances resized after the clock tree is built reads 0.
- The instance area at placement is 27,900 sq um.
- The internal power of the cells reads 589 uW.
- The synthesized design contains 124 register bits.
- The worst reg-to-reg path cell count is 31.
- The synthesized netlist handed to floorplanning was reported with a cell count of 2,732.
- Port buffering added 31 buffers.
- For this run, the script counts the antenna cells in the layout as 0.
- The layout cell share with drive strength beyond 1 reads 0.0378.
- The sequential cell area is 3660 sq um.
- The clock-pin slew of the registers on the worst-case setup and hold paths reads 0.06 ns.
- In the final timing run, aggregate negative setup slack is 0 ns.
- The power density over the cells is 28.5 nW/um^2.
- The number of clock sinks seen by CTS reads 124.
- The end of the critical path reads ans[9]$_DFFE_PP_.
- The number of detailed-route iterations in the first pass reads 5.
- The path type of the worst min-delay path is reg2reg.
- The max-capacitance violation count reads 0.
- The clock root buffer master reads clkbuf_16.
- The count of cell types in the netlist is 72.
- The power share of the sequential group reads 0.404.
- After synthesis, the design contains 2,732 cells according to Yosys.
- The number of antenna-violating nets in the routed design is 0.
- Looking at the setup timing report, the critical path kind is reg2reg.
- The worst-margin pin slew is 0.843 ns.
- The area growth from synthesis to layout reads 7.58%.
- The initial antenna violation count came to 0.
- The maximum number of buffers from clock root to sink reads 2.
- The via count of the first global-routing pass is 19,208.
- Setup repair after global routing left no endpoint under its margin.
- The synthesized area divided by synthesized cell count reads 9.71 sq um.
- Entering global routing, the biggest net connects 18 pins.
- The global-route wire length before repair is 94.5 mm.
- The die extent in x is 260 um.
- fa_1 takes more of the synthesized area than any other cell.
- The most frequent standard cell in the layout excluding fill and tap cells reads inv_1.
- The share of flip-flops with an asynchronous set or reset after synthesis reads 0.
- Warnings reported by Yosys during synthesis add up to 1.
- The total routed wirelength reads 54.1 mm.
- The detailed-route DRC error count reads 0.
- The average detailed-routed wire length per instance reads 14.9 um.
- Among all stages on the critical path, the maximum delay recorded is 0.69 ns.
- The most instantiated flip-flop cell in the synthesis netlist is edfxtp_1.
- The post-route cell area reads 28,500 sq um.
- The post-cts hold-fix buffer tally is 0.
- The chip area estimate from yosys synthesis is 26,500 sq um.
- Timing would allow up to 107 MHz.
- The tightest slew margin relative to the limit is 0.436.
- For this design the top-level I/O count stands at 32.
- The timing report shows the most common cell along the critical path to be inv_1.
- The HPWL after detailed placement is 43.6 mm.
- By instance count after routing, the leading logic cell types are inv_1 (561), ha_1 (509), fa_1 (368).
- The residual overflow from global routing is 0.
- In this run the register-to-register setup slack is 8.17 ns.
- At the worst endpoint, the arrival time is 9.52 ns.
- The area taken by multi-input combinational cells is reported as 20,600 sq um.
- The startpoint identified for the worst register-to-register timing path is tmp11[3]$_DFFE_PP_.
- The register share after synthesis is 0.138.
- The final weighted congestion in routability-driven placement reads 0.912.
- The minimum clock period after layout reads 9.33 ns.
- The endpoint class of the critical path is a flip-flop.
- The switching portion of total power is 0.276.
- The worst-path maximum fanout is 12.
- The post-route non-filler standard cell count reads 3,641.
- The clock tree from TritonCTS is yes.
- The overall fraction of global-route tracks in use reads 0.183.
- The count of tool warnings reads 62.
- The mean number of vias per cell is 4.95.
- In this run, synthesis inferred 118 flip-flops with an integrated enable.
- The switching power summed over all nets is 224 uW.
- The final count of hold timing violations reads 0.
- The area of the core is 65,700 sq um.
- The main area contributors are fa_1 (28%), ha_1 (24%), edfxtp_1 (13%).
- The floorplan step records an initial core utilization of 0.403.
- The standard cell with the maximum stage delay on the critical path reads nor3_2.
- The number of DRC markers after the initial detailed-route iteration reads 756.
- The category of the worst setup path launch point is a flip-flop.
- Counting the fill cells in the layout gives 5,976.
- The clock network fraction of total power reads 0.463.
- The cell count after placement is 3,609.
- The cell area after technology mapping reads 26,500 sq um.
- The static leakage reads 14.4 nW.
- The share of the clock period used by the worst path after layout is 0.533.
- For this run, the share of the core covered by cells in the final layout is 0.434.
- Counting the buffers created by CTS gives 17.
- The endpoint of the lowest-slack register-to-register path reads ans[9]$_DFFE_PP_.
- The start point of the critical path reads tmp11[3]$_DFFE_PP_.
- The combinational power share is 0.134.
- According to the floorplan log, the row count is 94.
- The clock skew after layout reads 0.0190 ns.
- The max-slew violation count is 0.
- Per the skew report, the later register of the worst-skew pair sees a clock latency of 0.46 ns.
- The worst supply voltage drop on vdd reads 69.1 uV.
- The flow ran to the end, and the final reports show no timing, DRC or antenna violations.
- The worst path required time reads 17.69 ns.
- The maximum level of the CTS H-tree is 4.
- The die is 260 um tall.
- Setup violations remaining at the end of the flow were counted as 0.
- The die area is 67,400 sq um.
- Of the post-synthesis cell area, the dominant cell type holds 0.278.
- The total number of vias is 18,022.
- The post-CTS setup buffer count is 0.
metal layers:
layer / global-route usage / routed length, um / up-vias
met4: 0.0185 / 678 / 0
met5: 0 / 0 / -
met2: 0.281 / 24500 / 453
li1: - / - / 8940
met3: 0.0690 / 4660 / 37
met1: 0.266 / 24300 / 8592
critical path, delay by kind of cell (launching register included):
kind,cells,cell delay (ns)
xor gates and xnor gates,2,0.29
DFF,1,0.64
AOI/OAI and AO/OA,5,1.55
buffers and inverters,7,0.77
adders and majority gates,8,3.63
and+or+nand+nor,9,2.20
synth_stat cells, types with 34 or more instances:
library cell	n
a21o_1	52
a21oi_1	95
and2_1	108
clkbuf_1	36
edfxtp_1	118
fa_1	368
ha_1	509
inv_1	561
nand2_1	157
nor2_1	143
nor3_1	37
o21a_1	34
o21ai_0	54
xnor2_1	115
xor2_1	57
logic make-up (layout without fill, tap and decap cells):
logic type | count (synthesis) | in the layout | share of synthesized area
other | 1 | 1 | 0.000141
buffers and inverters | 606 | 651 | 0.0860
AND/OR/NAND/NOR | 623 | 623 | 0.117
AND-OR/OR-AND | 317 | 317 | 0.0786
multiplexers | 11 | 11 | 0.00458
flip-flops | 124 | 124 | 0.138
XOR/XNOR | 173 | 173 | 0.0574
adder cells (fa/ha/maj) | 877 | 877 | 0.518
worst min-delay path by stage:
stage / endpoint / slack [ns] / cells after the start
4_1_cts: OUT[2]$_DFFE_PP_ / 0.42 / 0
5_1_grt: OUT[6]$_DFFE_PP_ / 0.43 / 0
6_report: OUT[4]$_DFFE_PP_ / 0.42 / 0
per-stage QoR:
step	hold WS, ns	setup WS [ns]	total power [mW]
after floorplan	0.400	9.45	0.411
after detailed placement	0.405	8.13	0.443
final	0.416	8.17	0.813
after global routing	0.433	7.35	0.850
after global placement	0.404	8.22	0.440
after CTS	0.419	8.13	0.823
final cells by class:
cell class / instances / share of cell area
Clock buffer: 17 / 0.0149
Clock inverter: 15 / 0.00618
Timing Repair Buffer: 53 / 0.0167
Tap cell: 864 / 0.0379
Inverter: 566 / 0.0744
Sequential cell: 124 / 0.128
Multi-Input combinational cell: 2002 / 0.722
power groups by stage:
stage | clock (mW) | combinational (mW) | sequential, mW
6_report | 0.376 | 0.109 | 0.328
5_1_grt | 0.396 | 0.126 | 0.328
4_1_cts | 0.386 | 0.110 | 0.328
registers in the layout, indices dropped and copies added (netlist names):
register and count:
tmp8 9, tmp4 5, IN_count 5, tmp 2, tmp6 7, tmp10 11
x 1, tmp2 3, tmp11 12, tmp5 6, tmp7 8, ans 12
in_use 16, tmp3 4, OUT_VALID 1, OUT 12, tmp9 10
Power is estimated from default activity; no workload was simulated.
